--- design/flow/design.v ---
`timescale 1ns / 1ps
module compare(
    input [1:0] a,
    input [1:0] b,
    output greater,
    output less
    );
assign greater = a[1] & !b[1]
                | !a[1] & !b[1] & a[0] & !b[0]
                | a[1] & b[1] & a[0] & !b[0];
assign less = !a[1] & b[1]
                | !a[1] & !b[1] & !a[0] & b[0]
                | a[1] & b[1] & !a[0] & b[0];
endmodule
module cmp4(
    input [3:0] a,
    input [3:0] b,
    output Greater,
    output Less
    );
logic [1:0] g,l;
compare c0(.a(a[1:0]), .b(b[1:0]), .greater(g[0]), .less(l[0]));    
compare c1(.a({a[2], g[0]}), .b({b[2],l[0]}), .greater(g[1]), .less(l[1]));    
compare c2(.a({a[3], g[1]}), .b({b[3],l[1]}), .greater(Greater), .less(Less));
endmodule
module cmp8(
    input [7:0] a,
    input [7:0] b,
    output GReater,
    output LEss
    );
 logic [1:0] g,l;
cmp4 c0(.a(a[3:0]), .b(b[3:0]), .Greater(g[0]), .Less(l[0]));    
cmp4 c1(.a(a[7:4]), .b(b[7:4]), .Greater(g[1]), .Less(l[1]));    
compare c2(.a(g), .b(l), .greater(GReater), .less(LEss));
endmodule
--- design/flow/run.sh ---
#!/bin/bash
# OpenROAD 26Q1-2900-gdf79404cd8, Yosys 0.63+post, stock flow scripts
make -C /OpenROAD-flow-scripts/flow DESIGN_CONFIG=/design/flow/config.mk WORK_HOME=/design/flow/orfs finish
--- design/flow/config.mk ---
export PLATFORM = sky130hd
export DESIGN_NAME = cmp8
export DESIGN_NICKNAME = cmp8
export VERILOG_FILES = /design/flow/design.v
export SDC_FILE = /design/flow/constraint.sdc
export NUM_CORES = 4
export LEC_CHECK = 1
export CORE_AREA = 10 10 70 70
export DIE_AREA = 0 0 80 80
--- design/flow/constraint.sdc ---
current_design cmp8

set clk_period 1.5
set clk_io_pct 0.2

create_clock -name clk0 -period $clk_period

set non_clock_inputs [all_inputs -no_clocks]
set_input_delay [expr $clk_period * $clk_io_pct] -clock clk0 $non_clock_inputs
set_output_delay [expr $clk_period * $clk_io_pct] -clock clk0 [all_outputs]
==> notes.md <==
yosys + openroad results -> worst hold path type=in -> out, Crit. End Element=output port, Sw Pwr=0.0386 mW, area leader, netlist=inv_1, Pwr Total=between 0.09 and 0.1 mW, core area=3420 sq um, Top logic family=AND-OR/OR-AND gates, Pint=~0.052 mW, ao+oa area frac=roughly half, Highest Clock Rate=about 0.67 GHz, area fraction in xor and xnor cells=0%, n_diodes=0, MUX share of area=0%, Non-Filler Instances=~89, Syn Area/Cell=roughly 6 sq um, Max VDD drop=0.0000562 V, CP top delay family=adder cells, tally of OpenROAD warnings=34, setup_tns=0 ps, Hold-fix buffers, CTS=0, Filler Cell Count=between 400 and 500, vias post-DR=around 240, synth warn=0, initial antenna violation count=0, slowest CP cell=maj3_2, share of layout cells above drive strength 1=48.8%, Final setup viols=0, port bufs=18, kind of critical path=in -> out, Synth top area share=between 20% and 30%, Post-synth seq share=0%, worst path bufs/invs=2, top cells, area=inv_1, o22ai_1, a21oi_1, Inst Count DP=between 80 and 90, CP max FO=2, max-cap violation count=0, hpwl dp=667 microns, GRT Total Usage=2.08%, post-layout min period=1490 ps, seq_cells=0, yosys simple share=roughly 14%, row count=21, Via density=2.70, Layout area overhead=164%, first-pass GRT wire length=between 1000 and 1500 microns, largest net degree at the start of global routing=4, Distinct lib cells used=13, fin util=around 11%, Least-Margin Pin Slew=176 ps, top cells by count=inv_1, a21oi_1, o22ai_1, nand2_1, DRT Wirelength=approximately 740 microns, yosys cell count=25, Post-Syn Instances=25, CP peak stage delay=300 ps, Post-CTS Setup Repair Bufs=0, GP Congestion=between 0.6 and 0.7, Iteration-0 DRC Markers=9, cells along the critical path=buf_6 -> nor2b_4 -> maj3_2 -> a21oi_2 -> o22a_1 -> buf_2, Reg area=0 sq um, drt pass-1 iters=4, gr ovfl total=0, CP required=1200 ps, crit path DAT=~1200 ps, FP Core Util=4.29%, PD cells=around 230 nW/um^2, Slew HR=between 80% and 90%, status=finished clean, Adder Area Share=between 10% and 20%, die width=approximately 80 microns, synthesis area per yosys=146 sq um, LEAKAGE=between 0.15 and 0.2 nW, Post-Syn Area=about 150 sq um, routed len/inst=between 8 and 9 microns, clock buf count=0, Startpoint Class=input pin, Gate power share=100.0%, vertical die size=around 80 microns, die footprint=approximately 6400 sq um, RSZ-0062 raised after global routing=true, vias in the first global route=~230, Clk pwr share=0%, ANT nets after route=0, cell with the most instances after synthesis=inv_1, Switching Fraction=a little over two fifths, num ports=18, Slew Limit Fails=0, cycle use final=between 90 and 100%, sequential fraction of design power=0%, final hold viol count=0, Remaining DRCs=0
metrics by stage:
step	hold WS, ps	worst slack, ps	cell area [sq um]
after global routing	1230	-74.3	387
after detailed placement	1730	-804	384
after CTS	1180	-6.63	387
final	1180	7.21	387
after floorplan	758	204	146
after global placement	1710	-795	384
placed cells by master (no fill, tap or decap):
| cell | count |
|---|---|
| a21oi_1 | 2 |
| a21oi_2 | 1 |
| a22oi_2 | 1 |
| buf_2 | 5 |
| buf_6 | 1 |
| dlygate4sd2_1 | 12 |
| inv_1 | 3 |
| inv_2 | 5 |
| maj3_2 | 2 |
| nand2_2 | 2 |
| nand2b_1 | 1 |
| nor2b_4 | 1 |
| o2111ai_2 | 1 |
| o211ai_1 | 1 |
| o22a_1 | 1 |
| o22ai_1 | 2 |
| o22ai_2 | 1 |
| o2bb2ai_2 | 1 |
path summary, 6_finish.rpt:
path | from | endpoint | cells after the start
hold / removal | b[7] | GReater | 5
setup / recovery | a[4] | LEss | 6
logic make-up (layout without fill, tap and decap cells):
kind of cell | count (synthesis) | count (layout)
compound gates | 11 | 11
buf+inv | 8 | 26
simple gates | 4 | 4
fa+ha+maj | 2 | 2
area by class of cell:
class	instances	area, sq um	area share [%]
Multi-Input combinational cell	17	158	40.8
Timing Repair Buffer	18	141	36.6
Tap cell	46	57.6	14.9
Inverter	8	30.0	7.77
power groups by stage:
stage                 registers (mW)  logic (mW)  clock network [mW]
final                              0      0.0901                   0
after CTS                          0      0.0912                   0
after global routing               0       0.101                   0
routing by layer:
| metal | global-route usage, % | part of all wire, % |
|---|---|---|
| met5 | 0 | 0 |
| met1 | 2.90 | 46 |
| met4 | 0 | 0 |
| met2 | 2.97 | 40 |
| met3 | 1.02 | 14 |
repair_timing:
action | 4_1_cts | 5_1_grt
resized | 47 | 0
pin swaps | 7 | 0
gates cloned | 0 | 0
setup endpoints to repair | 2 | 1
No activity file was given, so power comes from the tool's default toggle rates.
