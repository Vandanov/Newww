===== flow/run.sh =====
#!/bin/bash
# OpenROAD 26Q1-2900-gdf79404cd8, Yosys 0.63+post, stock flow scripts
make -C /OpenROAD-flow-scripts/flow DESIGN_CONFIG=/design/flow/config.mk WORK_HOME=/design/flow/orfs finish

===== flow/config.mk =====
export PLATFORM = sky130hd
export DESIGN_NAME = adder64
export DESIGN_NICKNAME = adder64
export VERILOG_FILES = /design/flow/design.v
export SDC_FILE = /design/flow/constraint.sdc
export NUM_CORES = 4
export LEC_CHECK = 1
export CORE_UTILIZATION = 40

===== flow/constraint.sdc =====
current_design adder64

set clk_period 5.9
set clk_io_pct 0.2

create_clock -name clk0 -period $clk_period

set non_clock_inputs [all_inputs -no_clocks]
set_input_delay [expr $clk_period * $clk_io_pct] -clock clk0 $non_clock_inputs
set_output_delay [expr $clk_period * $clk_io_pct] -clock clk0 [all_outputs]

===== flow/design.v =====
`timescale 1ns / 1ps
module c_gen(
    input [3:0] p,
    input [3:0] g,
    input cin,
    output [4:1] c,
    output p_g,
    output g_g
);
assign c[1] = g[0] |
             p[0] & cin;
assign c[2] = g[1] 
      | p[1] & g[0] 
      | p[1] & p[0]  & cin;  
assign c[3] = g[2] 
      | p[2] & g[1] 
      | p[2] & p[1] & g[0] 
      | p[2] & p[1] & p[0] & cin;
assign c[4] = g[3] 
            | p[3] & g[2] 
            | p[3] & p[2] & g[1] 
            | p[3] & p[2] & p[1] & p[0] & cin;
assign p_g = p[3] & p[2] & p[1] & p[0];
assign g_g = g[3]
     | p[3] & g[2]
     | p[3] & p[2] & g[1]
     | p[3] & p[2] & p[1] & g[0];
endmodule
module adder4(
    input [3:0] a,
    input [3:0] b,
    input cin,
    output [3:0] s,
    output cout,
    output p_g,
    output g_g
    );
logic [4:0] c;
logic [3:0] p,g;
assign c[0] = cin;
genvar i;
    generate
    for (i=0; i < 4; i=i+1)
      begin: label
        assign s[i] = a[i] ^ b[i] ^ c[i];
        assign p[i] = a[i] ^ b[i];
        assign g[i] = a[i] & b[i];
      end
   endgenerate
c_gen c_gen(.p(p), .g(g), .cin(cin),.c(c[4:1]),.p_g(p_g),.g_g(g_g));
assign cout = c[4];			  
endmodule
module adder16(
    input [15:0] a,
    input [15:0] b,
    input cin,
    output [15:0] s,
    output cout,
    output p_g,
    output g_g
    );
logic [4:0] c;
logic [3:0] p,g;
assign c[0] = cin;
genvar i;
    generate
    for (i=0; i < 4; i=i+1)
      begin: label14
        adder4 add(.a(a[4*i+3:4*i]),
                   .b(b[4*i+3:4*i]),
                   .cin(c[i]),
                   .s(s[4*i+3:4*i]),
                   .cout(),
                   .p_g(p[i]),
                   .g_g(g[i]));
      end
   endgenerate
c_gen c_gen(.p(p), .g(g), .cin(cin),.c(c[4:1]),.p_g(p_g),.g_g(g_g));
assign cout = c[4];			  
endmodule
module adder64(
    input [63:0] a,
    input [63:0] b,
    input cin,
    output [63:0] s,
    output cout,
    output p_g,
    output g_g
    );
logic [4:0] c;
logic [3:0] p,g;
assign c[0] = cin;
genvar i;
    generate
    for (i=0; i < 4; i=i+1)
      begin: label16
        adder16 add(.a(a[16*i+15:16*i]),
                   .b(b[16*i+15:16*i]),
                   .cin(c[i]),
                   .s(s[16*i+15:16*i]),
                   .cout(),
                   .p_g(p[i]),
                   .g_g(g[i]));
      end
   endgenerate
c_gen c_gen(.p(p), .g(g), .cin(cin),.c(c[4:1]),.p_g(p_g),.g_g(g_g));
assign cout = c[4];			  
endmodule

==> results_dict.tcl <==
# implementation run metrics
set metrics [dict create \
    fp-row-count 33 \
    grt_overflow_total 0 \
    die_area_mm2 0.008929 \
    areaGrowthSynthToFinish_pct 64.42 \
    initCoreUtil 0.4144 \
    synth_warnings 0 \
    crit_path_start_kind "primary input" \
    peakVddDrop_v 0.00006429 \
    synth_cell_types 56 \
    required_ns 4.72 \
    syn-cell-area_mm2 0.003422 \
    regArea_um2 0 \
    drt-vias-per-instance 5.324 \
    arrival_ns 4.52 \
    log.warning_count 33 \
    antenna_found_initial 0 \
    fp.dieH_um 94.50 \
    clock_buffers 0 \
    grt_pass1_vias 3767 \
    hold_class "in -> out" \
    powerDensity_mw_per_mm2 112.2 \
    gp_congestion 0.9213 \
    first_pass_iters 7 \
    finalHoldViolations 0 \
    wl_per_cell_um 12.85 \
    avgSynthCellArea_um2 7.219 \
    seq_cell_count 0 \
    drc 0 \
    num_vias 4153 \
    dp_hpwl_um 8893 \
    ys_cells 474 \
    relSlewSlack 0.6981 \
    ys_chip_area_mm2 0.003422 \
    worstSetupPathType "in -> out" \
    hold_end "s[0]" \
    post-route-util 0.6814 \
    status "finished, final reports clean" \
    coreArea_mm2 0.008258 \
    wl_um 10020 \
    tightest_slew_ns 0.4529 \
    maxSlewViolCount 0 \
    hold_depth 5 \
    io_buffer_count 196 \
    mostFrequentLayoutCells "clkdlybuf4s50_1 (194), inv_1 (60), ha_1 (60)" \
    tns_ns 0 \
    drive_gt1_frac 0.03704 \
    cap_violations 0 \
    setup_ws_ns 0.2049 \
    min-delay-start "a[0]" \
    pin_count 196 \
    yosysSeqAreaShare 0 \
    final_common_cell "clkdlybuf4s50_1" \
    antenna_left 0 \
    finalSetupViolCount 0 \
    grtUsageTotal 0.2217 \
    worst-path-max-fanout 6 \
    rsz0062_at_grt "false" \
    worst_hold_slack_ns 3.224 \
    grt_pass1_wl_um 16150 \
    grt_max_degree 10 \
    power.total_w 0.0006312 \
    end_kind "output pin" \
    fmax_mhz 175.6 \
    fin_crit_ns 5.695 \
    fp.dieW_um 94.50 \
    synthCells 474 \
    diodes 0 \
    drtIter0Drc 95 \
    power_leakage_nw 2.464 \
    period_used_share 0.9653 \
    dp_slack_ns 0.1267 \
]
-- cells by family after synthesis --
| kind of cell | synth area share |
|---|---|
| fa+ha+maj | 0.3276 |
| compound gates | 0.2932 |
| xor+xnor | 0.08702 |
| mux | 0.002925 |
| buf+inv | 0.07349 |
| simple gates | 0.2157 |
-- synthesized netlist by cell type, drive strengths merged (5+ instances only) --
cell,instances,area (um^2)
a21oi,48,240.2
a31oi,5,46.29
nand3,13,65.06
a221o,5,51.30
xnor2,24,210.2
o21ai,23,126.4
nor2b,6,37.54
ha,64,800.8
nand2,29,108.9
inv,60,225.2
a211oi,5,42.54
clkbuf,5,18.77
nor3,17,85.08
and3,5,31.28
nor2,41,153.9
xor2,10,87.58
o211ai,8,60.06
fa,16,320.3
nand4,11,68.82
o21a,5,37.54
a21o,13,97.59
-- final cells by class --
cell class,instances,area [um^2]
inverter,60,225.2
tap,105,131.4
timing repair buffer,207,2049
multi-input combinational,408,3221
fill,677,2631
-- repair_timing --
action / 4_1_cts / 5_1_grt
hold buffers: 0 / 0
setup endpoints to repair: 0 / 3
endpoints found under the hold margin: 0 / 0
gates resized: 0 / 7
buffers inserted: 0 / 3
-- how the worst max path moves through the flow --
stage	from	to	slack, ns	cells past startpoint
4_1_cts	b[0]	s[56]	0.11	11
5_1_grt	a[2]	s[60]	0.02	12
6_report	a[2]	s[52]	0.20	11
-- through the flow --
stage                     cells  instance area (um^2)
after detailed placement    777                  5549
after floorplan             474                  3422
after CTS                   777                  5549
after global routing        780                  5627
after global placement      777                  5549
final                       780                  5627
-- report_power, final --
part           total, W  internal, W  leakage [nW]  switching, W
combinational  0.000631     0.000395          2.46      0.000237
clock                 0            0             0             0
sequential            0            0             0             0
-- layer usage --
layer | track usage | share of wire
met1 | 0.2915 | 0.44
met2 | 0.3973 | 0.47
met3 | 0.03922 | 0.082
met4 | 0.01515 | 0.0057
met5 | 0 | 0
-- worst max-delay path: stages --
cell	delay (ns)
clkdlybuf4s50_1	0.51
ha_4	0.22
a21o_1	0.17
a221o_1	0.38
a221o_2	0.45
o211ai_1	0.18
o211a_2	0.30
o21a_1	0.20
fa_1	0.43
inv_1	0.06
clkdlybuf4s50_1	0.44
Power figures rest on the tool's default switching activity, not on a simulated workload.
