## design/flow/run.sh

```bash
#!/bin/bash
# OpenROAD 26Q1-2900-gdf79404cd8, Yosys 0.63+post, stock flow scripts
make -C /OpenROAD-flow-scripts/flow DESIGN_CONFIG=/design/flow/config.mk WORK_HOME=/design/flow/orfs finish
```

## design/flow/config.mk

```make
export PLATFORM = sky130hd
export DESIGN_NAME = cnt12
export DESIGN_NICKNAME = cnt12
export VERILOG_FILES = /design/flow/design.v
export SDC_FILE = /design/flow/constraint.sdc
export NUM_CORES = 4
export LEC_CHECK = 1
export CORE_AREA = 10 10 70 70
export DIE_AREA = 0 0 80 80
```

## design/flow/constraint.sdc

```tcl
current_design cnt12

set clk_period 1.4
set clk_io_pct 0.2

create_clock -name clk0 -period $clk_period [get_ports {clk}]

set non_clock_inputs [all_inputs -no_clocks]
set_input_delay [expr $clk_period * $clk_io_pct] -clock clk0 $non_clock_inputs
set_output_delay [expr $clk_period * $clk_io_pct] -clock clk0 [all_outputs]
```

## design/flow/design.v

```verilog
`timescale 1ns / 1ps
module cnt12(
    input clk,
    input reset,
    input ud,
    output logic [3:0] q
    );
always @(posedge clk) begin
    if (reset) q<=4'b0000;
    else
        if(ud) begin
            q[0] <= !q[0];
            q[1] <= !q[3] & !q[2] & !q[1] & q[0]
                 |  !q[3] & !q[2] & q[1] & !q[0]
                 |  !q[3] & q[2] & !q[1] & q[0]
                 |  !q[3] & q[2] & q[1] & !q[0]
                 |  q[3] & !q[2] & !q[1] & q[0] 
                 |  q[3] & !q[2] & q[1] & !q[0];
            q[2] <= !q[3] & !q[2] & q[1] & q[0]
                 |  !q[3] & q[2] & !q[1] & !q[0]
                 |  !q[3] & q[2] & !q[1] & q[0]
                 |  !q[3] & q[2] & q[1] & !q[0];
            q[3] <= !q[3] & q[2] & q[1] & q[0]
                 |  q[3] & !q[2] & !q[1] & !q[0]
                 |  q[3] & !q[2] & !q[1] & q[0]
                 |  q[3] & !q[2] & q[1] & !q[0];
      end
      else begin
            q[0] <= !q[0];
            q[1] <= !q[3] & !q[2] & !q[1] & !q[0]
                 |  !q[3] & !q[2] & q[1] & q[0]
                 |  !q[3] & q[2] & !q[1] & !q[0]
                 |  !q[3] & q[2] & q[1] & q[0]
                 |  q[3] & !q[2] & !q[1] & !q[0] 
                 |  q[3] & !q[2] & q[1] & q[0];
            q[2] <= !q[3] & q[2] & !q[1] & q[0]
                 |  !q[3] & q[2] & q[1] & !q[0]
                 |  !q[3] & q[2] & q[1] & q[0]
                 |  q[3] & !q[2] & !q[1] & !q[0];
            q[3] <= !q[3] & !q[2] & !q[1] & !q[0]
                 |  q[3] & !q[2] & !q[1] & q[0]
                 |  q[3] & !q[2] & q[1] & !q[0] 
                 |  q[3] & !q[2] & q[1] & q[0]; 
    end
end
endmodule
```

==> flow_summary_export.csv <==
group,metric,value,unit
final_timing,period_needed,1364,ps
global_routing,first_global_vias,217,
clock_tree,cts_buffers,3,
global_routing,grt_start_max_net_pins,7,
clock_tree,path_clk_slew,30,ps
setup_path,arrival,1480,ps
die,fp_util,5.678,%
setup_path,crit_fanout,3,
power,p_per_area,912.9,mW/mm^2
final_layout,largest_reg_flops,4,
routing,drt_drc_violations_left,0,
yosys,yosysCellCount,20,
global_routing,met2_usage,2.167,%
die,dieWidth,80,um
setup_path,endpoint_kind,"flip-flop",
final_layout,drive_gt1_share,39.39,%
final_layout,logic_area,113.9,um^2
final_timing,worstMarginPinSlew,272.2,ps
final_timing,setup_viol,0,
setup_path,reg2reg_from,"q[0]",
routing,wl,553,um
power,p_leak,0.1732,nW
final_timing,rsz0062_at_grt,"false",
clock_tree,cts_root_buffer,"clkbuf_4",
setup_path,slowest_delay,460,ps
setup_path,worstPathCellList,"clkdlybuf4s50_1, buf_4, xnor2_1, nor2_1, a2111oi_2",
global_routing,grt_first_pass_wirelength,938,um
clock_tree,postCtsHoldBufs,0,
hold_path,hold_end,"q[0]",
routing,routed_via_density,2.582,
global_routing,busiest_layer,"met1",
routing,wl_per_cell,7.000,um
yosys,synth_cell_types,13,
setup_path,reg2reg_to,"q[2]",
hold_path,min_path_type,"flip-flop to flip-flop",
final_layout,final_cell_mix,"4 x buf_4, 4 x dfxtp_4",
routing,first_pass_iters,3,
hold_path,hp-start,"q[0]",
final_timing,fmax,733.1,MHz
global_routing,antenna_found_initial,0,
setup_path,critPathKind,"input port to flip-flop",
yosys,netlist_instances,20,
setup_path,slowest_stage,"clkdlybuf4s50_1",
setup_path,path_buffers,2,
die,die_y,80,um
final_layout,reg.largest.list,"q x4",
final_layout,final.fill_count,404,
yosys,yosys_warnings,1,
yosys,synth_flops,4,
yosys,yosysTopAreaCellShare,41.29,%
routing,drt_iter0_markers,4,
final_timing,slew_headroom,81.82,%
final_timing,hold_viol,0,
final_timing,fin_crit_sh,97.43,%
outcome,status,"complete, no violations",
hold_path,worstHoldPathCells,1,
global_routing,track_usage,1.946,%
setup_path,r2r_cells,3,
setup_path,cp.required,1520,ps
setup_path,startpoint_type,"input port",
die,die-area,0.006400,mm^2
clock_tree,cts_tree,"done",
flow_run,warnings,25,
placed_design,place.gp.congestion,0.6960,
routing,ant_nets,0,
placed_design,numPortBuffers,6,
final_timing,fin_setup_tns,0,ps
final_layout,fin_util,11.32,%
clock_tree,clock.latency.late_pin,230,ps
yosys,ys_chip_area,193.9,um^2
placed_design,dp_hpwl,443.7,um
die,core,0.003416,mm^2
final_timing,skew,1.093,ps
setup_path,rrSetupSlack,330,ps
global_routing,met3_usage,2.045,%
global_routing,grt_use_met1,2.528,%
final_timing,finalMaxSlewViolations,0,
yosys,synth.avg_cell_area,9.697,um^2
clock_tree,clock_sinks,4,
clock_tree,htree_levels,1,
power,power,0.3529,mW
yosys,largest_area_cell,"dfxtp_1",
final_layout,syn_to_final_growth,99.35,%
yosys,synthTopCellsByArea,"dfxtp_1 41%, a221o_1 10%, a2111oi_2 7.7%",
die,io_pins,7,
final_layout,finalNonFillerCells,79,
yosys,ys_seq_share,41.29,%
power,vdd_ir_drop_max,498.4,uV
setup_path,crit_family,"buffers and inverters",
global_routing,overflow,0,
placed_design,dp.cells,76,
flow_run,cap_violations,0,
yosys,netlist_area,193.9,um^2
routing,num_antenna_cells,0,
final_layout,regMostFlops,"q",
routing,vias,204,
final_layout,flop_area,95.09,um^2
die,core.rowCount,21,
final_timing,hold_ws,445.6,ps
clock_tree,cts_max_path_buffers,2,
-- power by group --
part	switching, mW	internal [mW]	total [mW]
combinational	0.0259	0.0474	0.0733
sequential	0.0148	0.127	0.142
clock	0.0423	0.0955	0.138
-- final cells by class --
| type | instances | share of cell area (%) |
|---|---|---|
| Multi-Input combinational cell | 16 | 29.45 |
| Tap cell | 46 | 14.89 |
| Sequential cell | 4 | 24.60 |
| Timing Repair Buffer | 10 | 25.24 |
| Clock buffer | 3 | 5.825 |
-- worst max-delay path by stage --
stage / startpoint / end / slack (ps) / depth (start not counted)
5_1_grt: q[0] / q[0] / 7 / 1
6_report: ud / q[1] / 40 / 5
4_1_cts: q[2] / q[2] / 10 / 1
-- worst register-to-register path, stage by stage (launching register included) --
cell,delay [ps]
dfxtp_4,350
nor3_2,210
nor2b_1,90
a221o_1,310
-- cell families after synthesis --
group,Yosys count,synth area share [%]
flops,4,41.29
compound gates,3,18.06
xor+xnor,1,4.517
simple gates,12,36.14
-- repair_timing --
| action | in CTS | in global routing |
|---|---|---|
| setup buffers | 0 | 0 |
| gates resized | 4 | 7 |
| endpoints found under the setup margin | 4 | 4 |
-- synth_stat cells --
library cell,number
nor3_2,1
nor3b_1,1
nor3_1,2
nand3_1,1
a221o_1,2
dfxtp_1,4
and2b_1,1
a2111oi_2,1
nor2b_1,1
nor2_1,3
and2_1,1
xnor2_1,1
nand2b_1,1
-- per-stage QoR --
stage / setup WS [ps] / cell area [um^2]
2_1_floorplan: 361.1 / 193.9
3_3_place_gp: -91.98 / 341.6
3_5_place_dp: -165.6 / 341.6
4_1_cts: 10.64 / 369.1
5_1_grt: 7.457 / 386.6
6_report: 36.00 / 386.6
-- layer usage --
metal | wire [um] | vias to the layer above
met5 | 0 | -
met4 | 0 | 0
met3 | 78 | 0
met2 | 193 | 11
met1 | 282 | 90
li1 | - | 103
Power is estimated from default activity; no workload was simulated.
